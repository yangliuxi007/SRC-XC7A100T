==> design/flow/config.mk <==
export PLATFORM = sky130hd
export DESIGN_NAME = uart_data_decode
export DESIGN_NICKNAME = uart_data_decode
export VERILOG_FILES = /design/flow/design.v
export SDC_FILE = /design/flow/constraint.sdc
export NUM_CORES = 4
export LEC_CHECK = 1
export CORE_UTILIZATION = 30
==> design/flow/run.sh <==
#!/bin/bash
# OpenROAD 26Q1-2900-gdf79404cd8, Yosys 0.63+post, stock flow scripts
make -C /OpenROAD-flow-scripts/flow DESIGN_CONFIG=/design/flow/config.mk WORK_HOME=/design/flow/orfs finish
==> design/flow/design.v <==
`timescale 1ns / 1ps
module uart_data_decode(
    input             moudule_clk  ,
    input             sys_rstn     ,
    input             uart_done    ,
    input [7:0]       uart_data    ,
    output reg [11:0] clk_en_choose,
    output reg [11:0] clk_en_choose_1,
    output [7:0]      target_fs    ,
    output [7:0]      convert_fs   ,
    output reg        lock = 0     
    );
    reg [3:0] decode_infor_reg[0:6];
    reg [3:0] cnt_uart_done = 0;    
    assign target_fs  = lock ? (decode_infor_reg[0]*10+decode_infor_reg[1]) : 8'hff;
    assign convert_fs = lock ? decode_infor_reg[4]*10+decode_infor_reg[5] : 8'hff;
    always @(posedge moudule_clk or negedge sys_rstn) begin
        if(!sys_rstn) begin
            decode_infor_reg[0] <= 4'd0;
            decode_infor_reg[1] <= 4'd0;
            decode_infor_reg[2] <= 4'd0;
            decode_infor_reg[3] <= 4'd0;
            decode_infor_reg[4] <= 4'd0;
            decode_infor_reg[5] <= 4'd0;
            decode_infor_reg[6] <= 4'd0;
        end
        else if(uart_done) begin            
            case (uart_data)
                8'h30:   decode_infor_reg[cnt_uart_done - 1'd1] <= 4'd0;
                8'h31:   decode_infor_reg[cnt_uart_done - 1'd1] <= 4'd1;
                8'h32:   decode_infor_reg[cnt_uart_done - 1'd1] <= 4'd2;
                8'h33:   decode_infor_reg[cnt_uart_done - 1'd1] <= 4'd3;
                8'h34:   decode_infor_reg[cnt_uart_done - 1'd1] <= 4'd4;
                8'h35:   decode_infor_reg[cnt_uart_done - 1'd1] <= 4'd5;
                8'h36:   decode_infor_reg[cnt_uart_done - 1'd1] <= 4'd6;
                8'h37:   decode_infor_reg[cnt_uart_done - 1'd1] <= 4'd7;
                8'h38:   decode_infor_reg[cnt_uart_done - 1'd1] <= 4'd8;
                8'h39:   decode_infor_reg[cnt_uart_done - 1'd1] <= 4'd9;
                8'h6b:   decode_infor_reg[cnt_uart_done - 1'd1] <= 4'ha;   
                8'h20:   decode_infor_reg[cnt_uart_done - 1'd1] <= 4'hb;   
                default: decode_infor_reg[cnt_uart_done - 1'd1] <= 4'hf;
            endcase
        end
        else begin
            decode_infor_reg[0] <= decode_infor_reg[0];
            decode_infor_reg[1] <= decode_infor_reg[1];
            decode_infor_reg[2] <= decode_infor_reg[2];
            decode_infor_reg[3] <= decode_infor_reg[3];
            decode_infor_reg[4] <= decode_infor_reg[4];
            decode_infor_reg[5] <= decode_infor_reg[5];
            decode_infor_reg[6] <= decode_infor_reg[6];
        end
    end
    always @(posedge uart_done or negedge sys_rstn) begin
        if(!sys_rstn)begin
            cnt_uart_done <= 4'd0;
            lock <= 1'd0;
        end
        else if(uart_done)begin   
            if(cnt_uart_done <= 4'd6)begin
                cnt_uart_done <= cnt_uart_done + 1'd1;    
                lock <= 1'd0;
            end
            else begin
                cnt_uart_done <= 4'd0;
                lock <= 1'd1;
            end
        end
        else begin
            cnt_uart_done <= cnt_uart_done;
            lock <= lock;
        end
    end
    always @(posedge moudule_clk or negedge sys_rstn) begin
        if(!sys_rstn)begin
            clk_en_choose <= 12'd0;
        end
        else if(lock)begin   
            case (target_fs)
                8'd8:    clk_en_choose <= 12'b0000_0000_0001;
                8'd16:   clk_en_choose <= 12'b0000_0000_0010;
                8'd32:   clk_en_choose <= 12'b0000_0000_0100;
                8'd64:   clk_en_choose <= 12'b0000_0000_1000;
                8'd12:   clk_en_choose <= 12'b0000_0001_0000;
                8'd24:   clk_en_choose <= 12'b0000_0010_0000;
                8'd48:   clk_en_choose <= 12'b0000_0100_0000;
                8'd96:   clk_en_choose <= 12'b0000_1000_0000;
                8'd11:   clk_en_choose <= 12'b0001_0000_0000;
                8'd22:   clk_en_choose <= 12'b0010_0000_0000;
                8'd44:   clk_en_choose <= 12'b0100_0000_0000;
                8'd88:   clk_en_choose <= 12'b1000_0000_0000;
                default: clk_en_choose <= 12'hfff;
            endcase            
        end
        else 
            clk_en_choose <= clk_en_choose;
    end
    always @(posedge moudule_clk or negedge sys_rstn) begin
        if(!sys_rstn)begin
            clk_en_choose_1 <= 12'd0;
        end
        else if(lock)begin   
            case (convert_fs)
                8'd8:    clk_en_choose_1 <= 12'b0000_0000_0001;
                8'd16:   clk_en_choose_1 <= 12'b0000_0000_0010;
                8'd32:   clk_en_choose_1 <= 12'b0000_0000_0100;
                8'd64:   clk_en_choose_1 <= 12'b0000_0000_1000;
                8'd12:   clk_en_choose_1 <= 12'b0000_0001_0000;
                8'd24:   clk_en_choose_1 <= 12'b0000_0010_0000;
                8'd48:   clk_en_choose_1 <= 12'b0000_0100_0000;
                8'd96:   clk_en_choose_1 <= 12'b0000_1000_0000;
                8'd11:   clk_en_choose_1 <= 12'b0001_0000_0000;
                8'd22:   clk_en_choose_1 <= 12'b0010_0000_0000;
                8'd44:   clk_en_choose_1 <= 12'b0100_0000_0000;
                8'd88:   clk_en_choose_1 <= 12'b1000_0000_0000;
                default: clk_en_choose_1 <= 12'hfff;
            endcase            
        end
        else 
            clk_en_choose_1 <= clk_en_choose_1;
    end
endmodule
==> design/flow/constraint.sdc <==
current_design uart_data_decode

set clk_period 3.8
set clk_io_pct 0.2

create_clock -name clk0 -period $clk_period [get_ports {moudule_clk}]
create_clock -name clk1 -period $clk_period [get_ports {uart_done}]

set non_clock_inputs [all_inputs -no_clocks]
set_input_delay [expr $clk_period * $clk_io_pct] -clock clk0 $non_clock_inputs
set_output_delay [expr $clk_period * $clk_io_pct] -clock clk0 [all_outputs]
==> notes.md <==
* 3410 um^2 — multi-input logic area
* 0 — global route total overflow
* 8,109 — number of global-route vias before repair
* 33.7% — Synth top area share
* 2 — yosys synthesis warning count
* 133 um — Horiz. Die Dim
* 0 — total setup violations reported at the end of the flow
* 8.93 mm — wire length on met1
* 1,142 — Iter 0 DRT Violations
* 25.6% — fraction of the mapped netlist area in compound gates
* 1.35 ns — slew at the pin with the worst max-slew slack
* 5.96% — area share of fa/ha/maj cells after synthesis
* 46 — largest net degree at the start of global routing
* simple AND/OR/NAND/NOR gates — dominant kind of combinational cell
* 25.4 mm — routed wire length
* 8.87% — max_slew headroom
* 0.401 ns — worst hold margin
* 42.2% — clock network power share
* clkbuf_16 — Most common cell on crit path
* built — CTS tree
* 0 — Antenna Violating Nets Remaining
* clk -> reg — type of the worst setup path
* 4.00 mm — met3 WL
* finished clean — result of the run
* 50 — count of buffers from port buffering
* dfrtp_1 — most area-hungry cell type in the Yosys netlist
* 38.7 mm — wire length of the first global-routing pass
* 16,600 um^2 — area of the placeable core
* 876 nW/um^2 — power density relative to cell area
* o22ai_1 — slowest library cell on the worst path
* dfrtp_1 34%, nand2_1 6.9%, o21ai_0 5.1%, ha_1 4.4%, nor2_1 4.0% — cells taking the most area after synthesis
* 10 — number of buffers and inverters on the critical path
* 0.586% — Multiplexer share
* 8.18 um^2 — mean area per synthesized cell
* 100% — proportion of register bits with asynchronous set or reset after synthesis
* uart_done — worst setup path start
* buffers and inverters — family of cells with the greatest summed delay on the critical path
* 0.940 — final weighted congestion in routability-driven placement
* 10.5 mm — dpl hpwl
* 0 — count of flip-flops with a built-in enable after synthesis
* 17,600 um^2 — chip area
* 0.23 ns — reg-to-reg slack, setup
* 47 — row cnt
* 15 — DRT Pass-1 Iters
* clock port — kind of launch point of the worst setup path
* 14 — total number of cells along the worst setup path
* 0.736 mV — peak supply drop
* 5 — Crit Path Max Fanout
* 0 — number of maximum-capacitance constraint violations
* 3.98 ns — endpoint arrival time on the critical path
* flip-flop — critical path endpoint category
* 5130 um^2 — chip area estimate from yosys synthesis
* 33.7% — post-synthesis sequential area ratio
* 89.0% — Synth-to-Final Area Change
* 0 — number of max-slew violations in the final report
* 169 — count of warning messages emitted by the tools
* 30.8% — initial cell density of the core
* 133 um — Die H
* dfrtp_1 — Dominant flop cell
* 40.0% — switching share of power
* met5 — top metal layer carrying routed signals
* 1,160 — count of filler cells inserted in the layout
* 79 — tally of unique sky130hd cells used after synthesis
* 627 — yosys cell count
* 11.8% — proportion of power drawn by flip-flops and latches
* in -> async — hold crit path type
* 26.1% — basic-gate share of the synthesized area counting and, or, nand and nor cells
* 0.24 ns — largest stage delay on the critical path
* 4.07 nW — leakage power summed over all cells
* 627 — number of instances in the synthesized netlist
* cnt_uart_done[0] — critical register-to-register path startpoint
* 58.2% — post-route core utilization
* 0.00634 ns — setup clock skew after layout
* 13 — r2r worst-path depth
* 6,783 — detailed-route via count
* 52 — # IOs
* 30.9% — GRT Util Overall
* 0 — final antenna diode count
* clkbuf_16 > clkbuf_16 > clkbuf_16 > clkbuf_16 > buf_4 > clkbuf_16 > nand2_1 > clkbuf_16 > clkbuf_16 > nor2_1 > clkbuf_16 > clkbuf_16 > o22ai_1 > o2111ai_1 — CP cell instances
* 69 — Synth flops
* 0 — count of unresolved DRC violations after routing
* 1730 um^2 — area taken by flip-flops and latches
* 3.99 ns — crit path DRT
* 3.20% — XOR Share, Synth
* 6.35 — vias per cell
* 27.9% — share of layout cells above drive strength 1
* yes — unrepaired setup endpoints after global routing
* 0 — final hold violation count
* 0 — initial antenna violation count
* 23.8 um — wire length per cell after detailed routing
* 5.09 mW — internal power
* 0.06 ns — clock slew at the register clock pins of the worst setup and hold paths
* 46.0% — Comb power frac
* 5130 um^2 — mapped cell area
* 3.39 mW — switching pwr
* 10.2 mm — met2 layer wire length in the routed design
metal layers:
layer,global-route usage (%),vias to the layer above
li1,-,2699
met1,31.0,3060
met2,34.7,734
met3,29.6,282
met4,29.9,8
met5,6.94,-
logic make-up after synthesis:
| kind of cell | count (synthesis) |
|---|---|
| AND/OR/NAND/NOR | 269 |
| AND-OR/OR-AND | 192 |
| flip-flops | 69 |
| buffers and inverters | 55 |
| adder cells (fa/ha/maj) | 22 |
| XOR/XNOR | 17 |
| multiplexers | 3 |
cells in the mapped netlist (5+ instances only):
master / number
buf_2: 6
xor2_1: 6
o22ai_1: 9
o31ai_1: 6
and2_1: 11
nand2b_1: 13
nand3_1: 22
and3_1: 7
nor4_1: 5
ha_1: 18
nand2_1: 94
o311ai_0: 5
a21o_1: 5
a31oi_1: 11
nor3_1: 19
nor2b_1: 7
o211ai_1: 8
dfrtp_1: 69
clkbuf_1: 15
o221ai_1: 5
a21oi_1: 35
or3_1: 7
nor2_1: 55
nand4_1: 7
xnor2_1: 9
inv_1: 22
o21ai_0: 52
power by group through the flow:
stage | combinational (mW) | clock (mW) | sequential (mW)
4_1_cts | 3.79 | 3.58 | 0.995
5_1_grt | 4.31 | 3.68 | 1.01
6_report | 3.90 | 3.58 | 0.998
worst min path at each step:
stage     slack [ns]      from                  to  cells past startpoint
4_1_cts         0.42  sys_rstn  clk_en_choose_1[0]                      1
6_report        0.40  sys_rstn  clk_en_choose_1[9]                      1
5_1_grt         0.46  sys_rstn  clk_en_choose_1[9]                      1
metrics by stage:
stage / setup TNS, ns / cell area (um^2) / power, mW / std cells / worst slack, ns
after floorplan: 0 / 5130 / 3.76 / 627 / 0.541
after detailed placement: 0 / 5850 / 4.84 / 881 / 0.249
after global placement: 0 / 5850 / 4.83 / 881 / 0.275
after CTS: 0 / 9630 / 8.37 / 1064 / 0.00380
after global routing: -0.0232 / 9690 / 9.00 / 1068 / -0.0208
final: 0 / 9690 / 8.48 / 1068 / 0.0127
cell usage in the layout, fill, tap and decap left out, types with 5 or more instances in the layout:
cell             instances
a21o_1                   5
a21oi_1                 33
a31oi_1                 11
and2_1                   8
and3_1                   6
buf_4                   25
bufinv_8                 5
clkbuf_1                35
clkbuf_16              126
clkdlybuf4s50_1         49
dfrtp_1                 68
ha_1                    16
inv_1                   22
nand2_1                 87
nand2_2                  5
nand2b_1                13
nand3_1                 19
nand4_1                  7
nor2_1                  54
nor2b_1                  5
nor3_1                  16
nor4_1                   5
o211ai_1                 8
o21ai_0                 44
o21ai_2                  7
o221ai_1                 5
o22ai_1                  8
o31ai_1                  5
or3_1                    7
xnor2_1                  9
xor2_1                   6
final cells by class:
| cell class | count | area share [%] |
|---|---|---|
| Sequential cell | 69 | 17.8 |
| Multi-Input combinational cell | 503 | 35.2 |
| Clock buffer | 167 | 34.5 |
| Tap cell | 220 | 2.84 |
| Inverter | 24 | 0.930 |
| Timing Repair Buffer | 71 | 6.74 |
| Clock inverter | 14 | 2.03 |
what timing repair did:
item | 4_1_cts | 5_1_grt
gates resized | 59 | 8
hold endpoints to repair | 0 | 0
endpoints found under the setup margin | 17 | 7
cloned | 0 | 0
hold buffers | 0 | 0
pin swaps | 22 | 5
setup buffers | 7 | 4
Power and IR drop assume default switching activity.
