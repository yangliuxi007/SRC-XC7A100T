==> design/flow/design.v <==
`timescale 1ns / 1ps
module fir_coefdata_ctrl(
    input           module_clk ,
    input           sys_rstn   ,
    input [7:0]     target_fs  ,
    input [7:0]     convert_fs ,
    output [10:0]   rom_addra  ,
    output [17:0]   coef_tab   ,
    output          rom_en     ,
    output          rom_clk    ,
    output          rom_en_2clk
    );
    localparam [5:0]coef_num = 61;
    reg [5:0]coef_addr;
    reg lock = 1;
    reg lock1 = 1;
    reg rom_en_reg = 0;
    reg rom_en_2clk_reg0 = 0;
    reg rom_en_2clk_reg1 = 0;
    wire [5:0]multiple;
    assign coef_tab[0] = (!sys_rstn) ? 1'd0 : (((target_fs == 8'd12 && convert_fs == 8'd24) || (convert_fs == 8'd12 && target_fs == 8'd24)) ? 1'd1 : 1'd0);
    assign coef_tab[1] = (!sys_rstn) ? 1'd0 : (((target_fs == 8'd12 && convert_fs == 8'd48) || (convert_fs == 8'd12 && target_fs == 8'd48)) ? 1'd1 : 1'd0);
    assign coef_tab[3] = (!sys_rstn) ? 1'd0 : (((target_fs == 8'd12 && convert_fs == 8'd96) || (convert_fs == 8'd12 && target_fs == 8'd96)) ? 1'd1 : 1'd0);
    assign coef_tab[2] = (!sys_rstn) ? 1'd0 : (((target_fs == 8'd24 && convert_fs == 8'd48) || (convert_fs == 8'd24 && target_fs == 8'd48)) ? 1'd1 : 1'd0);
    assign coef_tab[4] = (!sys_rstn) ? 1'd0 : (((target_fs == 8'd48 && convert_fs == 8'd96) || (convert_fs == 8'd48 && target_fs == 8'd96)) ? 1'd1 : 1'd0);
    assign coef_tab[5] = (!sys_rstn) ? 1'd0 : (((target_fs == 8'd24 && convert_fs == 8'd96) || (convert_fs == 8'd24 && target_fs == 8'd96)) ? 1'd1 : 1'd0);
    assign coef_tab[6]  = (!sys_rstn) ? 1'd0 : (((target_fs == 8'd8  && convert_fs == 8'd16) || (convert_fs == 8'd8  && target_fs == 8'd16)) ? 1'd1 : 1'd0);
    assign coef_tab[7]  = (!sys_rstn) ? 1'd0 : (((target_fs == 8'd8  && convert_fs == 8'd32) || (convert_fs == 8'd8  && target_fs == 8'd32)) ? 1'd1 : 1'd0);
    assign coef_tab[8]  = (!sys_rstn) ? 1'd0 : (((target_fs == 8'd8  && convert_fs == 8'd64) || (convert_fs == 8'd8  && target_fs == 8'd64)) ? 1'd1 : 1'd0);
    assign coef_tab[9]  = (!sys_rstn) ? 1'd0 : (((target_fs == 8'd16 && convert_fs == 8'd32) || (convert_fs == 8'd16 && target_fs == 8'd32)) ? 1'd1 : 1'd0);
    assign coef_tab[10] = (!sys_rstn) ? 1'd0 : (((target_fs == 8'd16 && convert_fs == 8'd64) || (convert_fs == 8'd16 && target_fs == 8'd64)) ? 1'd1 : 1'd0);
    assign coef_tab[11] = (!sys_rstn) ? 1'd0 : (((target_fs == 8'd32 && convert_fs == 8'd64) || (convert_fs == 8'd32 && target_fs == 8'd64)) ? 1'd1 : 1'd0);
    assign coef_tab[12] = (!sys_rstn) ? 1'd0 : (((target_fs == 8'd11 && convert_fs == 8'd22) || (convert_fs == 8'd11 && target_fs == 8'd22)) ? 1'd1 : 1'd0);
    assign coef_tab[13] = (!sys_rstn) ? 1'd0 : (((target_fs == 8'd11 && convert_fs == 8'd44) || (convert_fs == 8'd11 && target_fs == 8'd44)) ? 1'd1 : 1'd0);
    assign coef_tab[14] = (!sys_rstn) ? 1'd0 : (((target_fs == 8'd11 && convert_fs == 8'd88) || (convert_fs == 8'd11 && target_fs == 8'd88)) ? 1'd1 : 1'd0);
    assign coef_tab[15] = (!sys_rstn) ? 1'd0 : (((target_fs == 8'd22 && convert_fs == 8'd44) || (convert_fs == 8'd22 && target_fs == 8'd44)) ? 1'd1 : 1'd0);
    assign coef_tab[16] = (!sys_rstn) ? 1'd0 : (((target_fs == 8'd22 && convert_fs == 8'd88) || (convert_fs == 8'd22 && target_fs == 8'd88)) ? 1'd1 : 1'd0);
    assign coef_tab[17] = (!sys_rstn) ? 1'd0 : (((target_fs == 8'd44 && convert_fs == 8'd88) || (convert_fs == 8'd44 && target_fs == 8'd88)) ? 1'd1 : 1'd0);
    assign multiple =  coef_tab[0] ?  5'd0  : (coef_tab[1]  ?  5'd1  : (coef_tab[2] ?  5'd2  : 
                      (coef_tab[3] ?  5'd3  : (coef_tab[4]  ?  5'd4  : (coef_tab[5] ?  5'd5  : 
                      (coef_tab[6] ?  5'd6  : (coef_tab[7]  ?  5'd7  : (coef_tab[8] ?  5'd8  :
                      (coef_tab[9] ?  5'd9  : (coef_tab[10] ?  5'd10 : (coef_tab[11] ? 5'd11 : 
                      (coef_tab[12] ? 5'd12 : (coef_tab[13]  ? 5'd13 : (coef_tab[14] ? 5'd14 : 
                      (coef_tab[15] ? 5'd15 : (coef_tab[16]  ? 5'd16 : (coef_tab[17] ? 5'd17 : 5'hf)))))))))))))))));
    assign rom_clk = rom_en ? module_clk : 1'd0;
    assign rom_addra = rom_en ? ((coef_addr - 1) + coef_num *multiple) : 9'd0;
    assign rom_en = rom_en_reg;
    assign rom_en_2clk = rom_en_2clk_reg1 & !lock;
    always @(posedge module_clk or negedge sys_rstn) begin
        if(!sys_rstn)begin
            coef_addr <= 6'd0;
            lock <= 1'd1;
            lock1 <= 1'd1;
        end
        else if((coef_tab != 17'd0) && lock1)begin
            if(coef_addr < 6'd63)begin
                coef_addr <= coef_addr + 1'd1;
                lock <= 1'd0;
                lock1 <= 1'd1;
            end
            else begin
                coef_addr <= 6'd0;
                lock <= 1'd1;
                lock1 <= 1'd0;
            end
        end
        else
            coef_addr <= 6'd0;
    end
    always @(*) begin
        if(!sys_rstn)
            rom_en_reg = 1'd0;
        else if((coef_tab != 17'd0) && !lock)
            rom_en_reg = 1'd1;
        else
            rom_en_reg = 1'd0;
    end
    always @(posedge module_clk or negedge sys_rstn) begin
        if(!sys_rstn)begin
            rom_en_2clk_reg0 <= 1'd0;
            rom_en_2clk_reg1 <= 1'd0;
        end
        else if(!lock)begin
            rom_en_2clk_reg0 <= rom_en;
            rom_en_2clk_reg1 <= rom_en_2clk_reg0;
        end
        else begin
            rom_en_2clk_reg0 <= 1'd0;
            rom_en_2clk_reg1 <= 1'd0;
        end        
    end
endmodule
==> design/flow/run.sh <==
#!/bin/bash
# OpenROAD 26Q1-2900-gdf79404cd8, Yosys 0.63+post, stock flow scripts
make -C /OpenROAD-flow-scripts/flow DESIGN_CONFIG=/design/flow/config.mk WORK_HOME=/design/flow/orfs finish
==> design/flow/config.mk <==
export PLATFORM = sky130hd
export DESIGN_NAME = fir_coefdata_ctrl
export DESIGN_NICKNAME = fir_coefdata_ctrl
export VERILOG_FILES = /design/flow/design.v
export SDC_FILE = /design/flow/constraint.sdc
export NUM_CORES = 4
export LEC_CHECK = 1
export CORE_UTILIZATION = 50
==> design/flow/constraint.sdc <==
current_design fir_coefdata_ctrl

set clk_period 8.1
set clk_io_pct 0.2

create_clock -name clk0 -period $clk_period [get_ports {module_clk}]

set non_clock_inputs [all_inputs -no_clocks]
set_input_delay [expr $clk_period * $clk_io_pct] -clock clk0 $non_clock_inputs
set_output_delay [expr $clk_period * $clk_io_pct] -clock clk0 [all_outputs]
==> results_slide.txt <==
Flow Results at a Glance

Synth
  – Post-synth EDFFs: 0
  – Mux frac, synth: 0.00511
  – Simple-Gate Area Share: 0.319
  – Yosys cell types: 50
  – Top logic family: simple AND/OR/NAND/NOR gates
  – Complex Gates by Area: 0.175
  – Main synth FF type: dfrtp_1
  – Sequential share of the synthesized area: 0.115
  – Number of cells in Yosys stat: 263
  – Synthesis area per yosys: 0.00220 mm^2
  – Xor+xnor area frac: 0.0596
  – FA/HA/MAJ Cells, Area Fraction: 0.260
  – Yosys reg bits: 10
  – Syn Area/Cell: 8.38 um^2
  – Async S/R FF share, synth: 1.00
  – Synth Warn #: 1
  – Synth Cell Area: 0.00220 mm^2
  – Gate count of the mapped netlist: 263

Worst hold path
  – Hold WC Path Type: flop to flop
  – Worst hold start: lock1
  – Hold Path Sink: lock1
  – Min-Delay Path Depth: 2

Drt
  – Routed Antenna Nets: 0
  – Vias per cell: 6.36
  – Via Count: 2957
  – Routed WL: 10300 um
  – Drt drc: 0
  – Post-DR wirelength/cell: 22.2 um
  – Starting DRT DRC Count: 251
  – Ant. Diodes: 0
  – Initial DRT Pass Iterations: 5

Floorplanning
  – DIE HEIGHT: 68.4 um
  – Die Wd: 68.4 um
  – Row count: 23
  – FP Util: 0.536
  – I/O pins: 50
  – Die footprint: 0.00468 mm^2
  – CORE AREA: 0.00412 mm^2

Timing
  – Hold Vio Cnt, Final: 0
  – Post-Route Skew: 0.00228 ns
  – Fin. max-slew vios: 0
  – Worst-Margin Slew: 0.945 ns
  – Final setup viols: 1
  – PnR worst setup slack: -0.0283 ns
  – Hold Slack: 0.549 ns
  – Tcrit/Tclk final: 1.00
  – FMAX: 123 MHz
  – Setup TNS: -0.0283 ns
  – Final Critical Period: 8.13 ns
  – Worst slew margin: 0.370

Worst setup path
  – Crit end category: output pin
  – Reg-to-reg endpoint: lock
  – Max stage delay on crit path: 0.58 ns
  – Worst reg2reg setup slack: 6.33 ns
  – Worst Path Max Fanout: 4
  – Worst Path Arrival: 6.51 ns
  – Slowest cell on crit path: fa_1
  – CP cell instances: buf_2 -> buf_6 -> nor4_4 -> nand4_1 -> buf_4 -> buf_6 -> o22ai_4 -> or4_4 -> o21ai_0 -> and3_2 -> ha_4 -> inv_1 -> fa_1 -> fa_1 -> inv_1 -> ha_1 -> buf_4 -> buf_4 -> nor2_1 -> o21ai_1 -> o211a_1 -> clkdlybuf4s50_1
  – Crit path DRT: 6.48 ns
  – Buf+Inv Stages, Crit Path: 9
  – Critical Path Start Type: input port
  – Delay-heaviest family, CP: adder cells
  – R2r startpoint: coef_addr[0]
  – CP Class: input port to output pin
  – Most used cell, CP: buf_4
  – Reg2reg path depth: 4

Placement
  – Dpl ws: -0.858 ns
  – I/O Buffers: 49
  – DP HPWL: 5200 um
  – Placer Congestion: 0.985
  – Post-Place Cells: 440
  – Placed instance area: 0.00339 mm^2

Power and ir drop
  – Worst vdd ir: 0.159 mV
  – Lkg Pwr: 1.80 nW
  – Total Power: 0.191 mW
  – PwrDens: 49.3 mW/mm^2

Final layout
  – Commonest cells after routing, fill and taps aside: buf_4, inv_1, clkdlybuf4s50_1
  – Share of layout cells above drive strength 1: 0.434
  – Synth-to-layout area growth: 76.1%
  – Cell Count, Final, Fillers Out: 465
  – Filler instances: 126
  – Layout Utilization: 0.943
  – Top cell excl fill/tap: buf_4
  – Cell area after layout: 0.00388 mm^2

Job
  – Tool warnings: 29
  – Maximum Capacitance Violations: 0

Clock network
  – Reg clk slew, reported paths: 0.05 ns
  – Later-pin clock latency in the skew report: 0.34 ns
  – CTS tree: yes

GRT
  – Vias in the first global route: 2506
  – Grt ovf: 0
  – GRT Resource Usage Total: 0.357
  – Largest net degree at the start of global routing: 17
  – Global-route wire length before repair: 11800 um
  – Initial antenna violation count: 0

Run status
  – Status: finished with violations
  – Failing checks: setup timing
flip-flops by register name, indices dropped and copies added, names as in the netlist:
name and cells:
lock 1, coef_addr 6, rom_en_2clk_reg1 1, lock1 1, rom_en_2clk_reg0 1
routing by layer:
metal / share of wire / GRT usage
met5: 0 / 0
met1: 0.40 / 0.546
met2: 0.40 / 0.505
met3: 0.14 / 0.115
met4: 0.057 / 0.0677
worst register-to-register path, cell delays in order, from the launching register on:
cell	delay (ns)
dfrtp_1	0.48
ha_1	0.24
nand3_1	0.21
nor2_1	0.55
mux2_1	0.24
layout make-up:
type	count	area (um^2)	area share
clock buffer	8	106	0.0274
inverter	32	120	0.0309
multi-input combinational	216	2120	0.547
sequential	10	253	0.0651
tap	50	62.6	0.0161
timing repair buffer	149	1220	0.314
synth_stat cells, drive strengths merged (8+ instances only):
cell type / instances / share of area
nor2: 18 / 0.031
xnor2: 8 / 0.032
o22ai: 9 / 0.028
nand2: 15 / 0.027
a21oi: 13 / 0.030
dfrtp: 8 / 0.091
and2: 21 / 0.062
ha: 25 / 0.14
fa: 13 / 0.12
inv: 32 / 0.054
nand4: 12 / 0.034
nor3: 9 / 0.020
cell families (layout without fill, tap and decap cells):
group                    count (synthesis)  after routing
AND/OR/NAND/NOR                        110            110
AND-OR/OR-AND                           52             52
adder cells (fa/ha/maj)                 38             38
buffers and inverters                   37            189
XOR/XNOR                                15             15
flip-flops                              10             10
multiplexers                             1              1
timing repair:
| action | 4_1_cts | 5_1_grt |
|---|---|---|
| gates resized | 86 | 49 |
| setup endpoints to repair | 7 | 5 |
| pin swaps | 32 | 38 |
| hold buffers | 0 | 0 |
| setup buffers | 9 | 11 |
power by group:
| part | leakage (nW) | internal [mW] | switching [mW] |
|---|---|---|---|
| Combinational | 1.61 | 0.0191 | 0.0225 |
| Sequential | 0.133 | 0.0501 | 0.00000700 |
| Clock | 0.0567 | 0.0741 | 0.0255 |
worst max path at each step:
stage	cells past startpoint	start	slack (ns)	endpoint
global route	22	target_fs[6]	-0.18	rom_addra[7]
finish	22	convert_fs[2]	-0.03	rom_addra[7]
CTS	20	convert_fs[2]	0.01	rom_addra[9]
No activity file was given, so power comes from the tool's default toggle rates.
